==> flow/run.sh <==
#!/bin/bash
# OpenROAD 26Q1-2900-gdf79404cd8, Yosys 0.63+post, stock flow scripts
make -C /OpenROAD-flow-scripts/flow DESIGN_CONFIG=/design/flow/config.mk WORK_HOME=/design/flow/orfs finish
==> flow/config.mk <==
export PLATFORM = sky130hd
export DESIGN_NAME = FIFO
export DESIGN_NICKNAME = FIFO
export VERILOG_FILES = /design/flow/design.v
export SDC_FILE = /design/flow/constraint.sdc
export NUM_CORES = 4
export LEC_CHECK = 1
export CORE_UTILIZATION = 40
==> flow/constraint.sdc <==
current_design FIFO

set clk_period 2.4
set clk_io_pct 0.2

create_clock -name clk0 -period $clk_period [get_ports {clk}]

set non_clock_inputs [all_inputs -no_clocks]
set_input_delay [expr $clk_period * $clk_io_pct] -clock clk0 $non_clock_inputs
set_output_delay [expr $clk_period * $clk_io_pct] -clock clk0 [all_outputs]
==> flow/design.v <==
module FIFO
   (
    input clk,
    input rst_n,
    input wr_en_i,
    input[7:0] data_i,
    output full_o,
    input rd_en_i,
    output reg [7:0] data_o,
    output empty_o
    );
  parameter DEPTH = 8;
  reg [7:0] mem [0 : DEPTH - 1];
  reg [2:0] wr_ptr;
  reg [2:0] rd_ptr;
  reg [3:0] count;
  assign full_o = (count == DEPTH) ? 1 : 0;
  assign empty_o = (count == 0) ? 1 : 0;
  always @(posedge clk or negedge rst_n) begin
       if(!rst_n)
       begin
          wr_ptr <= 3'd0;
          end
       else 
          begin
        if (wr_en_i == 1) 
        begin
           mem[wr_ptr] <= data_i;
           wr_ptr <= wr_ptr + 1;
           end
         end
       end
     always @(posedge clk or negedge rst_n) begin
       if(!rst_n)
       begin
          rd_ptr <= 3'd0;
          end
       else 
          begin
        if (rd_en_i == 1) 
        begin
           data_o = mem [rd_ptr];
           rd_ptr <= rd_ptr + 1;
           end
         end
       end
   always @(posedge clk or negedge rst_n) begin
     if (!rst_n)
       begin
     count <= 4'd0;
        end
     else
       begin
     case ({wr_en_i, rd_en_i})
         2'b10: count <= count + 1;
         2'b01: count <= count - 1;
         2'b11: count <= count;
         2'b00: count <= count;
         default: count <= count;
     endcase
       end
    end
endmodule
==> impl_metrics.toml <==
# physical design summary
[finish]
syn2layout_area_growth_pct = 19.4
drive_above_1_share_pct = 18.4
final_cell_mix = "72 x edfxtp_1, 24 x buf_4, 21 x clkdlybuf4s50_1"
num-fill-cells = 723
final_cell_area_um2 = 4010
final_layout_top_logic_cell = "edfxtp_1"

[global_routing]
grt_overflow_total = 0
antenna_found_initial = 0
track_usage_pct = 16.9
grt_pass1_vias = 1920
grt_first_pass_wirelength_um = 10100
grt_max_degree = 16

[final_timing]
timing.final.hold_violations = 0
fmax_mhz = 464
fin_tns_setup_ns = 0
maxSlewHeadroom_pct = 56.0
fin_crit_ns = 2.15
fin_crit_sh_pct = 89.8
rsz0062_at_grt = "false"
worst_slew_pin_slew_ns = 0.659
setup_viol = 0
drv_slew = 0
finClkSkew_ns = 0.00826

[floorplanning]
rows = 33
die_h_um = 93.7
ios = 22
die_area_um2 = 8770
dieWidth_um = 93.7
core-area_um2 = 8180
initCoreUtil_pct = 41.1

[clocking]
numCtsBuffers = 9
cts_resized = 0
htree_levels = 3
holdBufCountCts = 0
clockBufferDepth = 2
tritoncts = "done"
cts-root-buf = "clkbuf_8"
post_cts_buffers = 0
clock-sinks = 82
worstSkewPairLatency_ns = 0.35
clkTransAtPathRegs_ns = 0.08

[power]
p_per_area_nw_per_um2 = 1080
ir_worst_vdd_mv = 0.488
combinationalPowerShare_pct = 33.1
p_switching_uw = 1330
p_leak_uw = 0.00145
seqPwrFrac_pct = 45.2
clock_power_share_pct = 21.7
intPower_uw = 3000
switching_share_pct = 30.7

[yosys]
top_area_cell = "edfxtp_1"
synth.distinct_cells = 36
synth.area.top_cells = "edfxtp_1 64%, dfrtp_1 7.4%, ha_1 5.6%"
synth_flop_count = 82
ys.flop_type = "edfxtp_1"
netlist_instances = 209
syn_area_um2 = 3360
async_flop_share_pct = 12.2
edf_count = 72
ys_cells = 209
ys_area_um2 = 3360
yosysWarnings = 2
top_cell_area_share_pct = 64.3
ys_seq_share_pct = 71.8
syn_area_per_cell_um2 = 16.1

[setup_path]
rr_worst_depth = 6
required_ns = 2.50
rr_endpoint = "data_o[7]"
crit_path_max_fanout = 6
worstPathArrival_ns = 2.25
endpoint_kind = "register"
r2r_start = "rd_ptr[0]"
r2r_slack_ns = 0.25
start_kind = "register"
crit_type = "reg -> reg"

[placement]
postPlaceCellArea_um2 = 3830
numPortBuffers = 21
dp_hpwl_um = 4130
place_congestion = 0.810

[drt]
dr.pass1.iters = 4
avgRoutedWirePerCell_um = 17.2
vias = 1894
routed_wl_um = 6280
ant_nets = 0
drc = 0
vias_per_cell = 5.17
n_antenna_cell = 0
drt-initial-drc-count = 98

[flow_run]
tool_warnings = 34
drv_cap = 0

[run_status]
outcome = "finished clean"

[worst_hold_path]
hold_path_class = "in -> async"
[Yosys cell counts (2+ instances only)]
| library cell | count |
|---|---|
| buf_2 | 4 |
| ha_1 | 15 |
| mux2_4 | 2 |
| and3_1 | 2 |
| nand2_1 | 15 |
| a21oi_1 | 2 |
| xor2_1 | 6 |
| nor2_1 | 15 |
| a31oi_1 | 5 |
| a22oi_1 | 2 |
| a222oi_1 | 7 |
| edfxtp_1 | 72 |
| nand3_1 | 2 |
| o21ai_0 | 3 |
| a221oi_1 | 5 |
| mux2i_1 | 2 |
| mux2_2 | 6 |
| a41oi_1 | 4 |
| nor2b_1 | 3 |
| a22o_1 | 4 |
| dfrtp_1 | 10 |
| o21ai_1 | 2 |
| inv_1 | 7 |
| buf_6 | 2 |
[routing by layer]
metal / up-vias / global-route usage (%) / share of wire (%)
li1: 905 / - / -
met4: 0 / 2.82 / 1.4
met3: 8 / 5.27 / 6.7
met5: - / 0 / 0
met1: 924 / 25.3 / 44
met2: 57 / 26.7 / 48
[worst max-delay path, stage by stage (launching register included)]
cell	delay [ns]
dfrtp_1	0.43
ha_1	0.25
ha_1	0.31
buf_4	0.20
a222oi_1	0.33
o21ai_1	0.12
mux2_4	0.26
[worst max-delay path by stage]
stage	cells after the start	end	slack (ns)	startpoint
5_1_grt	7	data_o[2]	0.16	rd_ptr[0]
6_report	6	data_o[7]	0.25	rd_ptr[0]
4_1_cts	6	data_o[7]	0.24	rd_ptr[0]
[layout make-up]
class                   instances  area (µm²)  area share (%)
well taps                     105         131            3.27
clock buffers                  10         128            3.18
flip-flops and latches         82        2410            60.1
inverters                       7        26.3           0.655
multi-input cells             112         868            21.6
clock inverters                 5        56.3            1.40
repair buffers                 45         390            9.73
[power by group through the flow]
stage	Clock, µW	Combinational (µW)	Sequential, µW
after CTS	959	1460	1960
after global routing	1030	1610	1980
final	938	1430	1960
[logic make-up after synthesis]
logic type / Yosys count / synth area share (%)
adder cells (fa/ha/maj): 15 / 5.58
buffers and inverters: 15 / 2.38
multiplexers: 10 / 3.50
flip-flops: 82 / 71.8
XOR/XNOR: 7 / 1.82
AND/OR/NAND/NOR: 45 / 6.78
AND-OR/OR-AND: 35 / 8.15
[metrics by stage]
step / total power, µW / worst slack [ns] / instances / utilization, % / hold WS [ns]
after floorplan: 2940 / 0.381 / 209 / - / 0.184
after global placement: 3430 / 0.137 / 351 / 46.8 / 0.480
after detailed placement: 3450 / 0.110 / 351 / 46.8 / 0.481
after CTS: 4380 / 0.245 / 366 / 49.1 / 0.444
after global routing: 4620 / 0.156 / 366 / 49.1 / 0.465
final: 4330 / 0.246 / 366 / 49.1 / 0.449
[flip-flops by register name, summed over array words and instances (netlist names)]
| signal | count |
|---|---|
| mem | 64 |
| rd_ptr | 3 |
| data_o | 8 |
| wr_ptr | 3 |
| count | 4 |
Power figures rest on the tool's default switching activity, not on a simulated workload.
